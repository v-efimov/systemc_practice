`flow/run.sh`:
```
#!/bin/bash
# OpenROAD 26Q1-2900-gdf79404cd8, Yosys 0.63+post, stock flow scripts
make -C /OpenROAD-flow-scripts/flow DESIGN_CONFIG=/design/flow/config.mk WORK_HOME=/design/flow/orfs finish
```
`flow/design.v`:
```
module io_block #(parameter DW = 32, parameter SIGNAL_WIDTH = 4, parameter ID_WIDTH = 4, parameter ADDR_WIDTH = 8, parameter DATA_WIDTH = 16)
(
input                   clk,
input                   rst_n,
input                   up_valid,
input  [(DW-1):0]       up_data,
output                  up_ready,
output                  down_valid,
output [(DW-1):0]       down_data,
input                   down_ready
);
wire en;
wire write_or_read;
wire ram_we;
wire [(SIGNAL_WIDTH - 1):0] signal_bus_in, signal_bus_out_d;
wire [(ID_WIDTH - 1):0] id_bus_in, id_bus_out_d;
wire [(ADDR_WIDTH - 1):0] addr_bus_in, addr_bus_out_d;
wire [(DATA_WIDTH - 1):0] data_bus_in, data_memread, data_bus_out_d;
reg down_valid_q;
reg [(SIGNAL_WIDTH - 1):0] signal_bus_out_q;
reg [(ID_WIDTH - 1):0] id_bus_out_q;
reg [(ADDR_WIDTH - 1):0] addr_bus_out_q;
reg [(DATA_WIDTH - 1):0] data_bus_out_q;
assign signal_bus_in = up_data[(DATA_WIDTH + ADDR_WIDTH + ID_WIDTH)+:SIGNAL_WIDTH];
assign id_bus_in = up_data[(DATA_WIDTH + ADDR_WIDTH)+:ID_WIDTH];
assign addr_bus_in = up_data[(DATA_WIDTH)+:ADDR_WIDTH];
assign data_bus_in = up_data[0+:DATA_WIDTH];
assign signal_bus_out_d = signal_bus_in;     
assign id_bus_out_d = id_bus_in;
assign addr_bus_out_d = addr_bus_in;
assign data_bus_out_d = (write_or_read) ? data_bus_in : data_memread;
assign en = up_valid & down_ready;
assign write_or_read = signal_bus_in[0];
assign ram_we = en & write_or_read;
reg [DATA_WIDTH-1:0] ram[2**ADDR_WIDTH-1:0];
always @ (posedge clk)
    begin
        if (ram_we)
        ram[addr_bus_in] <= data_bus_in;
    end
assign data_memread = ram[addr_bus_in];
always @(posedge clk)
    if (down_ready)
    begin
        signal_bus_out_q <= signal_bus_out_d;
        id_bus_out_q <= id_bus_out_d;
        addr_bus_out_q <= addr_bus_out_d;
        data_bus_out_q <= data_bus_out_d;
    end
always @(posedge clk)
    if (~rst_n)
        down_valid_q <= 1'b0;
    else if (down_ready)
        down_valid_q <= up_valid;
assign down_valid = down_valid_q;
assign down_data = {signal_bus_out_q, id_bus_out_q, addr_bus_out_q, data_bus_out_q};
assign up_ready = down_ready;
endmodule
module reg_slice # (
    parameter DW = 32
)
(
    input wire         clk,
    input wire         rst_n,
    input wire         up_valid,
    input wire[DW-1:0] up_data,
    output wire        up_ready,
    output reg         down_valid,
    output reg[DW-1:0] down_data,
    input wire         down_ready
);
assign up_ready = !down_valid || down_ready;
always @(posedge clk) begin
    if (~rst_n) begin
        down_valid <= 0;
    end else if (up_ready) begin
        down_valid <= up_valid;
    end
end
always @(posedge clk) begin
    if (up_ready) begin
        down_data <= up_data;
    end
end
endmodule
module skid_buffer # (
    parameter DW = 16
)
(
    input           clk,
    input           rst_n,
    input[DW-1:0]   up_data,
    input           up_valid,
    output reg      up_ready,
    output[DW-1:0]  down_data,
    output          down_valid,
    input           down_ready
);
wire we;
wire sel_d, up_ready_d;
reg sel;
reg[DW-1:0] data_reg;
always @(posedge clk) begin
    if (we) begin
        data_reg <= up_data;
    end
end
reg valid_reg;
always @(posedge clk) begin
    if (~rst_n) begin
        valid_reg <= 1'b0;
    end else if (we) begin
        valid_reg <= up_valid;
    end
end
assign down_data  = (sel) ? data_reg  : up_data;
assign down_valid = (sel) ? valid_reg : up_valid;
parameter BYPASS = 1'b0;
parameter SKID = 1'b1;
reg state, next;
always @(posedge clk) begin
    if (~rst_n) begin
        up_ready <= 1'b1;
        sel <= 1'b0;
    end else begin
        up_ready <= up_ready_d;
        sel <= sel_d;
    end
end
always @(posedge clk) begin
    if (~rst_n) begin
        state <= BYPASS;
    end else begin
        state <= next;
    end
end
always @(state or up_valid or down_ready) begin
    next = 1'bx;
    case (state)
    BYPASS:
        if (up_valid & ~down_ready) begin
            next = SKID;
        end else begin
            next = BYPASS;
        end
    SKID:
        if (down_ready) begin
            next = BYPASS;
        end else begin
            next = SKID;
        end
    endcase
end
assign we = ((state == BYPASS) & (up_valid) & (~down_ready));
assign up_ready_d = (next == BYPASS);
assign sel_d = (next == SKID);
endmodule
module top # (
    parameter DW  = 32
)
(
    input wire                  clk,
    input wire                  rst_n,
    input wire                  up_valid,
    input wire[DW-1:0]  up_data,
    output wire                 up_ready,
    output wire                 down_valid,
    output wire[DW-1:0] down_data,
    input wire                  down_ready
);
wire         w_sk_buff1_down_valid;
wire[DW-1:0] w_sk_buff1_down_data;
wire         w_io_blk1_up_ready;
wire         w_io_blk1_down_valid;
wire[DW-1:0] w_io_blk1_down_data;
wire         w_rg_sl1_up_ready;
skid_buffer # (.DW(DW)) sk_buff1
(
    .clk(clk),
    .rst_n(rst_n),
    .up_valid  (up_valid),
    .up_data   (up_data),
    .up_ready  (up_ready),
    .down_valid(w_sk_buff1_down_valid),
    .down_data (w_sk_buff1_down_data),
    .down_ready(w_io_blk1_up_ready)
);
io_block # (.DW(DW), .SIGNAL_WIDTH(4), .ID_WIDTH(4), .ADDR_WIDTH(8), .DATA_WIDTH(16)) io_blk1
(
    .clk(clk),
    .rst_n(rst_n),
    .up_valid  (w_sk_buff1_down_valid),
    .up_data   (w_sk_buff1_down_data),
    .up_ready  (w_io_blk1_up_ready),
    .down_valid(w_io_blk1_down_valid),
    .down_data (w_io_blk1_down_data),
    .down_ready(w_rg_sl1_up_ready)
);
reg_slice # (.DW(DW)) rg_sl1
(
    .clk(clk),
    .rst_n(rst_n),
    .up_valid  (w_io_blk1_down_valid),
    .up_data   (w_io_blk1_down_data),
    .up_ready(w_rg_sl1_up_ready),
    .down_valid(down_valid),
    .down_data (down_data),
    .down_ready(down_ready)
);
endmodule
```
`flow/constraint.sdc`:
```
current_design top

set clk_period 321.6
set clk_io_pct 0.2

create_clock -name clk0 -period $clk_period [get_ports {clk}]

set non_clock_inputs [all_inputs -no_clocks]
set_input_delay [expr $clk_period * $clk_io_pct] -clock clk0 $non_clock_inputs
set_output_delay [expr $clk_period * $clk_io_pct] -clock clk0 [all_outputs]
```
`flow/config.mk`:
```
export PLATFORM = sky130hd
export DESIGN_NAME = top
export DESIGN_NICKNAME = top
export VERILOG_FILES = /design/flow/design.v
export SDC_FILE = /design/flow/constraint.sdc
export NUM_CORES = 4
export LEC_CHECK = 1
export CORE_UTILIZATION = 50
```
==> flow_summary.toml <==
# flow metrics
[synthesis]
synth-edff-count = 4192
ys_seq_elements = 4197
synth_area_per_cell_um2 = 20.8
synthCells = 7677
synthesis.area_mm2 = 0.160
yosys-top-cells-area = "edfxtp_1 (79%), mux4_2 (12%), a22oi_1 (1.9%)"
synth.distinct_cells = 61
yosys_warnings = 3
yosysChipArea_mm2 = 0.160
flop_cell = "edfxtp_1"
yosysTopAreaCell = "edfxtp_1"
async_flop_share_pct = 0
yosys.stat.seqShare_pct = 78.9
yosysTopAreaCellShare_pct = 78.8
ys_cells = 7677

[placed_design]
port_buffers = 69
hpwl_um = 286000
gp_congestion = 0.959

[critical_path]
crit_arrival_ns = 71.33
worstPathMaxFanout = 61
endpoint_kind = "flip-flop"
required_ns = 322.29
path_class = "in2reg"
worstSetupStartpointType = "input pin"
reg2reg_depth = 14

[global_routing]
grt_overflow_total = 0
grt_pass1_vias = 88320
grt_max_degree = 133
grt_antenna_before_repair = 28
use_met2_pct = 46.0
use_met3_pct = 29.6
grt-busiest-layer = "met2"
grt_use_met1_pct = 39.6
grt_pass1_wl_um = 665000
grt.total_usage_pct = 34.0

[clock_network]
clock-sinks = 4197
holdBufCountCts = 0
htreeDepth = 5
cts-root-buf = "clkbuf_16"
cts_tree = "built"
cts_buffers = 419
cts-resized-gates = 0
path_clk_slew_ns = 0.06
clock_path_buffers = 4
post-cts-setup-buffers = 0
clk-insertion-delay-late_ns = 0.98

[final_timing]
skew_ns = 0.0652
hold_viol = 0
setup_viol = 0
maxSlewViolCount = 4
timing.fmax_mhz = 14.2
worst_pin_slew_ns = 1.53
fin_crit_ns = 70.64
period_used_pct = 22.0
grt_setup_unrepaired = "no"
holdWs_ns = 0.418
slew_headroom_pct = -2.55
setup_tns_ns = 0

[floorplan]
core_mm2 = 0.318
die-area_mm2 = 0.322
pin_count = 70
fp_util_pct = 50.3
die_y_um = 567
placement_rows = 207
fp.dieW_um = 567

[power_and_ir_drop]
internal_power_w = 0.000889
p_sw_w = 0.000249
power_frac_seq_pct = 53.3
p_per_area_mw_per_mm2 = 6.27
total_power_w = 0.00114
combinationalPowerShare_pct = 5.3
swShare_pct = 21.9
clock_power_share_pct = 41.4
leakage_nw = 56.9
ir_drop_mv = 0.00527

[final_layout]
layout_top_cell = "edfxtp_1"
syn2layout_area_growth_pct = 13.7
lay_top_cells = "edfxtp_1 (4192), mux4_2 (879), nand2_1 (608)"
largest_register_ff_count = 4096
fin_util_pct = 57.2
drive_gt1_share_pct = 25.2

[route]
dr.pass1.iters = 5
drcViolationCount = 0
wl_um = 474000
via_per_inst = 6.35
num_vias = 81113
wl_per_cell_um = 37.1
ant_nets = 0
drt_iter0_markers = 6324

[min_path]
hold_path_class = "reg2reg"
min_path_cells = 0

[status]
failed_checks = "max-capacitance violations, max-slew violations"
status = "finished with violations"

[run]
drv_cap = 2
warnings = 46
[synth_stat cells, types with 6 or more instances]
| master | count |
|---|---|
| nand4_1 | 45 |
| nor3_1 | 33 |
| a311oi_1 | 72 |
| a21oi_1 | 82 |
| clkbuf_1 | 185 |
| buf_4 | 46 |
| buf_1 | 44 |
| a32oi_1 | 7 |
| o21ai_0 | 13 |
| o32a_1 | 9 |
| a31oi_1 | 33 |
| and3_1 | 59 |
| o22a_1 | 7 |
| o22ai_1 | 52 |
| buf_2 | 191 |
| mux2i_1 | 12 |
| inv_1 | 6 |
| mux2_2 | 26 |
| and2_1 | 7 |
| nand3_1 | 208 |
| nor4_1 | 14 |
| a22o_1 | 10 |
| a22oi_1 | 413 |
| edfxtp_1 | 4192 |
| a41oi_1 | 17 |
| mux4_2 | 879 |
| nor2_1 | 299 |
| nand2_1 | 627 |
[final cells by class]
cell class                 instances  area, um2
antenna                           26       65.1
clock buffer                     519      10900
clock inverter                   240       2290
fill                           22490     136000
inverter                           9       50.0
multi-input combinational       3003      32300
sequential                      4197     126000
tap                             4180       5230
timing repair buffer             608       4860
[logic make-up after synthesis]
group,count (synthesis),share of synthesized area (%)
compound gates,769,3.54
buf+inv,477,1.39
flops,4197,78.9
mux,918,12.7
simple gates,1316,3.53
[through the flow]
stage                     instances  worst slack (ns)  area [um2]
after global placement        11996            250.05      168000
after detailed placement      11997            250.03      168000
after CTS                     12756            250.98      182000
after global routing          12768            250.46      182000
after floorplan                7677            253.12      160000
final                         12782            250.96      182000
[critical path, cell delays in order]
cell,delay [ns]
clkdlybuf4s50_1,0.56
mux2i_4,0.15
inv_8,0.44
buf_4,0.57
buf_4,0.59
buf_4,0.63
buf_4,0.60
buf_4,0.58
mux4_2,0.59
a22oi_1,0.19
a21oi_1,0.11
buf_4,0.17
nor4_1,1.01
o22a_1,0.48
a31oi_1,0.13
[power by group through the flow]
| stage | logic (W) | clock network, W | registers (W) |
|---|---|---|---|
| finish | 0.0000609 | 0.000471 | 0.000606 |
| global route | 0.0000642 | 0.000498 | 0.000606 |
| CTS | 0.0000606 | 0.000478 | 0.000606 |
[path summary, 6_finish.rpt]
kind / startpoint / to / slack (ns)
setup reg to reg: sk_buff1.state / io_blk1.data_bus_out_q[7] / 314.22
hold / removal: io_blk1.data_bus_out_q[5] / rg_sl1.down_data[5] / 0.42
hold reg to reg: io_blk1.data_bus_out_q[5] / rg_sl1.down_data[5] / 0.42
setup / recovery: up_data[16] / io_blk1.data_bus_out_q[7] / 250.96
[layer usage]
layer	up-vias	share of wire (%)
met5	-	0.29
met4	51	5.6
met3	1045	21
met2	6078	45
met1	40776	28
li1	33163	-
